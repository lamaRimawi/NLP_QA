==> ./config.mk <==
export PLATFORM = sky130hd
export DESIGN_NAME = timer
export DESIGN_NICKNAME = timer
export VERILOG_FILES = /design/flow/design.v
export SDC_FILE = /design/flow/constraint.sdc
export NUM_CORES = 4
export LEC_CHECK = 1
export CORE_UTILIZATION = 40
==> ./design.v <==
module timer(
    input  [3:0] d,       
    input  [1:0] a,       
    input        clk,       
    input        g0,       
    input        g1,     
    output reg   out0,     
    output reg   out1       
);
    reg [7:0] counter0_reg = 8'd0; 
    reg [7:0] counter1_reg = 8'd0;
    reg [7:0] control_reg = 8'd0;  
    reg [2:0] mode0_reg = 3'd0;    
    reg [2:0] mode1_reg = 3'd0;   
    reg [7:0] count0 = 8'd0;  
    reg [7:0] count1 = 8'd0;   
    reg [7:0] state0 = 8'd0;   
    reg [7:0] state1 = 8'd0;   
    reg [3:0] temp_low = 4'd0; 
    reg [1:0] last_addr = 2'd0; 
    reg write_phase = 1'b0;
    reg g0_prev = 1'b0;
    reg g1_prev = 1'b0;
    always @(posedge clk) begin
        if (!write_phase) begin   
            temp_low <= d;
            last_addr <= a;
            write_phase <= 1'b1;
        end else begin            
            if (a == last_addr) begin   
                case (a)
                    2'b00: counter0_reg <= {d, temp_low};   
                    2'b01: counter1_reg <= {d, temp_low};   
                    2'b10: begin                           
                        control_reg <= {d, temp_low};
                        if (temp_low[3])  
                            mode1_reg <= temp_low[2:0];
                        else              
                            mode0_reg <= temp_low[2:0];
                    end
                    2'b11: begin
                    end
                endcase
            end
            write_phase <= 1'b0;   
        end
    end
    always @(posedge clk) begin
        g0_prev <= g0;
        if (g0 && counter0_reg >= 8'd2 && counter0_reg <= 8'd150) begin
            if ((!g0_prev && g0) || (count0 == 8'd0)) begin
                count0 <= counter0_reg - 1'b1;
                state0 <= 8'd0;
            end else begin
                if (count0 > 8'd0) begin
                    count0 <= count0 - 1'b1;
                    if (state0 >= (counter0_reg - 1'b1)) begin
                        state0 <= 8'd0;
                    end else begin
                        state0 <= state0 + 1'b1;
                    end
                end
            end
        end else if (!g0) begin
            count0 <= count0;  
            state0 <= state0;
        end else begin
            count0 <= 8'd0;
            state0 <= 8'd0;
        end
    end
    always @(posedge clk) begin
        g1_prev <= g1;
        if (g1 && counter1_reg >= 8'd50 && counter1_reg <= 8'd200) begin
            if ((!g1_prev && g1) || (count1 == 8'd0)) begin
                count1 <= counter1_reg - 1'b1;
                state1 <= 8'd0;
            end else begin
                if (count1 > 8'd0) begin
                    count1 <= count1 - 1'b1;
                    if (state1 >= (counter1_reg - 1'b1)) begin
                        state1 <= 8'd0;
                    end else begin
                        state1 <= state1 + 1'b1;
                    end
                end
            end
        end else if (!g1) begin
            count1 <= count1;  
            state1 <= state1;
        end else begin
            count1 <= 8'd0;
            state1 <= 8'd0;
        end
    end
    always @(*) begin
        if (!g0 || counter0_reg < 8'd2 || counter0_reg > 8'd150) begin
            out0 = 1'b0;   
        end else begin
            case (mode0_reg)
                3'b000: begin  
                    out0 = (state0 == (counter0_reg - 1'b1)) ? 1'b1 : 1'b0;
                end
                3'b001: begin  
                    out0 = (state0 == 8'd0) ? 1'b0 : 1'b1;
                end
                3'b010: begin  
                    if (counter0_reg[0] == 1'b0) begin   
                        out0 = (state0 < (counter0_reg >> 1)) ? 1'b0 : 1'b1;
                    end else begin
                        out0 = 1'b0;   
                    end
                end
                3'b011: begin  
                    if (counter0_reg[0] == 1'b1) begin   
                        out0 = (state0 < ((counter0_reg + 1'b1) >> 1)) ? 1'b0 : 1'b1;
                    end else begin
                        out0 = 1'b0;   
                    end
                end
                3'b100: begin  
                    if (counter0_reg[0] == 1'b1) begin   
                        out0 = (state0 < ((counter0_reg - 1'b1) >> 1)) ? 1'b0 : 1'b1;
                    end else begin
                        out0 = 1'b0;   
                    end
                end
                default: out0 = 1'b0;   
            endcase
        end
    end
    always @(*) begin
        if (!g1 || counter1_reg < 8'd50 || counter1_reg > 8'd200) begin
            out1 = 1'b0;   
        end else begin
            case (mode1_reg)
                3'b000: begin  
                    out1 = (state1 == (counter1_reg - 1'b1)) ? 1'b1 : 1'b0;
                end
                3'b001: begin  
                    out1 = (state1 == 8'd0) ? 1'b0 : 1'b1;
                end
                3'b010: begin  
                    if (counter1_reg[0] == 1'b0) begin   
                        out1 = (state1 < (counter1_reg >> 1)) ? 1'b0 : 1'b1;
                    end else begin
                        out1 = 1'b0;   
                    end
                end
                3'b011: begin  
                    if (counter1_reg[0] == 1'b1) begin   
                        out1 = (state1 < ((counter1_reg + 1'b1) >> 1)) ? 1'b0 : 1'b1;
                    end else begin
                        out1 = 1'b0;   
                    end
                end
                3'b100: begin  
                    if (counter1_reg[0] == 1'b1) begin   
                        out1 = (state1 < ((counter1_reg - 1'b1) >> 1)) ? 1'b0 : 1'b1;
                    end else begin
                        out1 = 1'b0;   
                    end
                end
                default: out1 = 1'b0;   
            endcase
        end
    end
endmodule
==> ./constraint.sdc <==
current_design timer

set clk_period 4.6
set clk_io_pct 0.2

create_clock -name clk0 -period $clk_period [get_ports {clk}]

set non_clock_inputs [all_inputs -no_clocks]
set_input_delay [expr $clk_period * $clk_io_pct] -clock clk0 $non_clock_inputs
set_output_delay [expr $clk_period * $clk_io_pct] -clock clk0 [all_outputs]
==> ./run.sh <==
#!/bin/bash
# OpenROAD 26Q1-2900-gdf79404cd8, Yosys 0.63+post, stock flow scripts
make -C /OpenROAD-flow-scripts/flow DESIGN_CONFIG=/design/flow/config.mk WORK_HOME=/design/flow/orfs finish
==> results.cfg <==
; yosys + openroad results
[worst_setup_path]
start_kind = flop
cp_top_family = adder cells
critPathBufInv = 2
critPathKind = reg2out
path_depth = 12
worst-r2r-cell-count = 9
cp_data_arrival_time_ps = 3260
cpPeakStageDelay_ps = 460
cp-end-kind = output port
path_max_fanout = 7
rrSetupSlack_ps = 1710
cp_slowest_cell = edfxtp_1
critPathRequiredTime_ps = 3680
cp_cell_sequence = inv_1 > ha_1 > xnor2_1 > ha_1 > o21ai_0 > nand2b_1 > maj3_2 > a221oi_2 > o21ai_1 > a221oi_2 > a21oi_1 > clkdlybuf4s50_1

[power]
p_seq_frac = 0.457
swShare = 0.230
intPower_mw = 1.13
p_sw_mw = 0.339
clkPwrFrac = 0.466
leakagePower_nw = 2.10
p_total_mw = 1.47
p_comb_frac = 0.077
pwr_density_cell_nw_per_um2 = 277
max-vdd-ir-drop_mv = 0.183

[final_timing]
rsz0062_at_grt = false
max_freq_mhz = 239
max_slew_margin = 0.549
hold_violations = 0
fin_skew_ps = 8.66
worstMarginPinSlew_ps = 672
slew_viol_final = 0
finalCritPeriodShare = 0.909
finalSetupViolCount = 0
hold_ws_ps = 539
final.setup.tns_ps = 0
min_period_ps = 4180
setup_ws_ps = 418

[placed_design]
globalplace.congestion = 0.917
post-dp-hpwl_um = 7200
dpl_cell_area_um2 = 4980
place_ws_ps = 665
portBuffers = 10

[floorplan]
die_area_um2 = 12300
dieHeight_um = 111
fp_util = 0.412
die_w_um = 111
core_area_um2 = 11500
ioPinCount = 11
rows = 39

[synth]
ys_seq_frac = 0.392
ys_types = 60
netlist_top_cells_count = 60 x edfxtp_1, 60 x nor2_1, 51 x ha_1, 35 x inv_1, 31 x xnor2_1
async_flop_share = 0
ff_type = edfxtp_1
syn_avg_cell_area_um2 = 9.93
syn_area_um2 = 4750
ys_area_um2 = 4750
yosys_cells = 478
synth-edff-count = 60
topCellsByArea = edfxtp_1 38%, ha_1 13%, xnor2_1 5.7%, nor2_1 4.7%, xor2_1 3.0%
top_area_cell = edfxtp_1
top_cell_area_share = 0.379
syn_inst = 478
yosysWarnings = 1
ys.flops = 63

[hold_path]
hp-class = reg2reg
holdPathStages = 0

[global_routing]
grt_pass1_vias = 3317
grt_max_degree = 20
grt_pass1_wl_um = 16500
grt_usage = 0.174
gr-total-overflow = 0
antenna_found_initial = 0

[clock_tree]
path_clk_slew_ps = 50
cts_tree = built
cts_max_path_buffers = 2
htreeDepth = 3
cts_hold_buf = 0
cts_root_buf = clkbuf_16
clk_latency_ps = 330
clock-sinks = 63
cts_made_buffers = 9

[finish]
drive_gt1_frac = 0.0887
final_design_area_no_fill_um2 = 5320
nFillCells = 1064
area_growth_pct = 11.9

[route]
vias = 3507
ant_nets = 0
drc_errors = 0
wl_per_cell_um = 15.1
drt_pass1_iterations = 4
drt-initial-drc-count = 215
diodes = 0
routed_wl_um = 9680
vias_per_cell = 5.49

[run_status]
status = complete, no violations

[flow_run]
warning_count = 33
max-cap-violations = 0
[metal layers]
metal / wire length (um) / vias up / part of all wire / global-route usage
met4: 156 / 0 / 0.016 / 0.0301
met3: 467 / 14 / 0.048 / 0.0240
met5: 0 / - / 0 / 0
li1: - / 1764 / - / -
met1: 4880 / 1644 / 0.50 / 0.293
met2: 4180 / 85 / 0.43 / 0.253
[worst register-to-register path, stage by stage, from the launching register on]
cell       delay [ps]
edfxtp_1          510
inv_1             110
ha_1              250
xnor2_1           270
ha_1              300
nor2b_1           140
o31ai_1           210
a2111oi_0         130
or4_1             650
nor2_1            160
[cells in the final DEF (no fill, tap or decap), types with 8 or more instances in the layout]
cell	instances
nand2_1	24
xnor2_1	31
buf_4	8
clkdlybuf4s50_1	10
nor2_1	60
nor4_1	11
clkbuf_16	9
a21oi_1	27
nand2b_1	9
inv_1	35
a211oi_1	9
o21ai_0	11
nand3_1	23
ha_1	51
edfxtp_1	60
xor2_1	16
[power by group through the flow]
stage,clock network (mW),registers (mW),logic [mW]
finish,0.686,0.673,0.114
CTS,0.695,0.673,0.115
global route,0.725,0.676,0.132
[kinds of logic (layout without fill, tap and decap cells)]
group                    count (synthesis)  after routing  synth area share
flip-flops                              63             63             0.392
AND-OR/OR-AND                           83             83             0.116
XOR/XNOR                                54             54             0.116
buffers and inverters                   52             70            0.0440
adder cells (fa/ha/maj)                 53             53             0.139
AND/OR/NAND/NOR                        173            173             0.193
[through the flow]
| stage | instances | utilization |
|---|---|---|
| 5_1_grt | 639 | 0.462 |
| 6_report | 639 | 0.462 |
| 4_1_cts | 635 | 0.459 |
| 3_3_place_gp | 619 | 0.433 |
| 2_1_floorplan | 478 | - |
| 3_5_place_dp | 619 | 0.433 |
[worst paths after layout]
check / startpoint / to
setup / recovery: counter1_reg[0] / out1
setup reg to reg: counter0_reg[1] / state0[0]
hold / removal: temp_low[3] / counter0_reg[3]
hold reg to reg: temp_low[3] / counter0_reg[3]
[area by class of cell]
type,instances,area [um^2],share of cell area
clock buffer,11,243,0.0457
clock inverter,5,58.8,0.0111
inverter,36,135,0.0254
multi-input combinational,363,2680,0.504
sequential,63,1860,0.350
tap,143,179,0.0337
timing repair buffer,18,160,0.0301
[timing repair]
action	in CTS	in global routing
gates resized	0	0
setup buffers	0	4
endpoints found under the setup margin	0	1
